==> flow/design.v <==
module cpu_design (reset, clock, write_read, M_address, M_data_in, M_data_out,overflow,status);
input reset,clock;
input[7:0] M_data_in;
output reg write_read,overflow;
output reg [7:0] M_data_out;
output reg[11:0] M_address;
reg[15:0] IR;
reg[7:0] MDR;
reg[11:0] MAR,PC;
reg [7:0]R0;
reg [7:0]R1;
reg [7:0]R2;
reg [7:0]R3;
reg [7:0]A;
reg [8:0]F;
output reg[2:0] status;
parameter idle=4'b0000, load=4'b0001, move=4'b0010, add=4'b0011, sub=4'b0100, AND=4'b0101;
parameter OR=4'b0110, XOR=4'b0111, shrp=4'b1000, shlp=4'b1001, swap=4'b1010, jmp=4'b1011;
parameter jz=4'b1100, read=4'b1101, write=4'b1110, stop=4'b1111; 
always@(reset or status)  
begin
	if((reset==1)&&(status==3)&&(IR[15:12]==write)) 
		write_read=1'b1; 
	else
		write_read=1'b0; 
	M_address=MAR;
	M_data_out=MDR;
	overflow=1'b0;
	if(IR[15:12]==add || IR[15:12]==sub)
	begin
		if(F[8]==F[7])
			overflow=0;
		else
			overflow=1;
	end
 end
always @(negedge clock or negedge reset) 
begin
	if(reset==1'b0)
	begin
		MAR<=12'b000000000000;
		status<=3'b000; 
	end
	else if(clock==1'b0) 
		case (status)
			3'b000: begin
						status<=3'b001;
						MAR<=PC;
						case(IR[9:8])
							2'b00: A<=R0;
							2'b01: A<=R1;
							2'b10: A<=R2;
							2'b11: A<=R3;
						endcase
					end
			3'b001: begin
						if(IR[15:12]==stop)status<=1;
						else if (IR[15:12]==swap|| (IR[15:12]==jmp)|| IR[15:12]==jz || IR[15:12]==read || IR[15:12]==write) 
							status<=3'b010;
						else
							status<=3'b000;
					end
			3'b010:begin 
						if(IR[15:12]==swap)
							status <= 3'b000;
						else if ((IR[15:12]==jmp)||(IR[15:12]==read)||(IR[15:12]==write))
						begin
							MAR <= IR[11:0];
							status <= 3'b011;
						end
						else if((IR[15:12]==jz)&& (R0[7:0] == 8'b0000_0000)) 
						begin
							MAR <= IR[11:0];
							status <= 3'b011;
						end
						else
						begin
							MAR <= PC;
							status <= 3'b011;
						end
					end
			3'b011:begin
						if((IR[15:12]==write) || (IR[15:12]==read))
						begin
							MAR<=PC;
							status<=3'b100;
						end
						else
							status<=3'b000;
					 end
			3'b100:begin
						status<=3'b000;
					 end
			default:status<=3'b000;
		endcase
end
always@(posedge clock or negedge reset) 
begin
	if(reset==1'b0) 
	begin
		IR<=16'h0000;
		PC<=12'b000000000000;
		MDR<=8'b00000000;
		R0<=8'b00000000;
		R1<=8'b00000000;
		R2<=8'b00000000;
		R3<=8'b00000000; 
	end
	else if (clock==1'b1)
	begin
		case (status)
			3'b000: begin
						IR[15:8]<=M_data_in;
						IR[7:0]<=8'b00000000; 
						PC<=PC+12'b000000000001; 
					end  
			3'b001: begin  
						case(IR[15:12]) 
							load: R0<={4'b0000,IR[11:8]}; 
							swap:begin
									case(IR[11:10])
										2'b00:begin
													case(IR[9:8])
														2'b00:R0<=R0;
														2'b01:R1<=R0;
														2'b10:R2<=R0;
														2'b11:R3<=R0;
													endcase
												end
										2'b01:begin
													case(IR[9:8])
														2'b00:R0<=R1;
														2'b01:R1<=R1;
														2'b10:R2<=R1;
														2'b11:R3<=R1;
													endcase
												end
										2'b10:begin
													case(IR[9:8])
														2'b00:R0<=R2;
														2'b01:R1<=R2;
														2'b10:R2<=R2;
														2'b11:R3<=R2;
													endcase
												end
										2'b11:begin
													case(IR[9:8])
														2'b00:R0<=R3;
														2'b01:R1<=R3;
														2'b10:R2<=R3;
														2'b11:R3<=R3;
													endcase
												end
									endcase
								  end
							shlp:begin 
									case(IR[11:10]) 
										2'b00:R0<=R0<<1;
										2'b01:R1<=R1<<1;
										2'b10:R2<=R2<<1;
										2'b11:R3<=R3<<1;
									endcase
								  end
							shrp:begin
									case(IR[11:10]) 
										2'b00:R0<=R0>>1;
										2'b01:R1<=R1>>1;
										2'b10:R2<=R2>>1;
										2'b11:R3<=R3>>1;
									endcase
								  end
							add:begin
									case(IR[11:10])
										2'b00:begin
													F=A+R0;
													R0<=F[7:0];
												end
										2'b01:begin
													F=A+R1;
													R1<=F[7:0];
												end
										2'b10:begin
													F=A+R2;
													R2<=F[7:0];
												end
										2'b11:begin
													F=A+R3;
													R3<=F[7:0];
												end
									endcase
								 end
							sub:begin
									case(IR[11:10])
										2'b00:begin
													F=R0-A;
													R0<=F[7:0];
												end
										2'b01:begin
													F=R1-A;
													R1<=F[7:0];
												end
										2'b10:begin
													F=R2-A;
													R2<=F[7:0];
												end
										2'b11:begin
													F=R3-A;
													R3<=F[7:0];
												end
									endcase
								 end
							move:begin
										case(IR[11:10])
											2'b00:R0<=A;
											2'b01:R1<=A;
											2'b10:R2<=A;
											2'b11:R3<=A;
										endcase
								  end
							AND:begin
									case(IR[11:10])
										2'b00:R0=R0 & A;
										2'b01:R1=R1 & A;
										2'b10:R2=R2 & A;
										2'b11:R3=R3 & A;
									endcase
								 end
							OR:begin
									case(IR[11:10])
										2'b00:R0=R0 | A;
										2'b01:R1=R1 | A;
										2'b10:R2=R2 | A;
										2'b11:R3=R3 | A;
									endcase
								end
							XOR:begin
									case(IR[11:10])
										2'b00:R0=R0 ^ A;
										2'b01:R1=R1 ^ A;
										2'b10:R2=R2 ^ A;
										2'b11:R3=R3 ^ A;
									endcase
								 end
							default:;
						endcase
					end 
			3'b010:begin
						case(IR[15:12])
							swap:begin
									case(IR[11:10])
										2'b00:R0<=A;
										2'b01:R1<=A;
										2'b10:R2<=A;
										2'b11:R3<=A;
									endcase
								  end
							read:begin
									IR[7:0]<=M_data_in;
									PC<=PC+12'b000000000001;
								  end
							write:begin
										IR[7:0]<=M_data_in;
										PC<=PC+12'b000000000001;
										MDR<=R0;
									end
							jmp:begin
									IR[7:0]<=M_data_in;
									PC<=PC+12'b000000000001;
								 end
							jz:begin
									IR[7:0]<=M_data_in;
									PC<=PC+12'b000000000001;
								end
						endcase
					 end
			3'b011:begin
						case(IR[15:12])
							jmp:begin
										PC<=IR[11:0];
									end
							jz:begin
									if(R0==8'b00000000)
										PC<=IR[11:0];
								end
							default:;
						endcase
					 end
			3'b100:begin
						case(IR[15:12])
							read:begin
									R0<=M_data_in;
								  end
						endcase
					 end
			default:; 
		endcase
	end
end 
endmodule
==> flow/run.sh <==
#!/bin/bash
# OpenROAD 26Q1-2900-gdf79404cd8, Yosys 0.63+post, stock flow scripts
make -C /OpenROAD-flow-scripts/flow DESIGN_CONFIG=/design/flow/config.mk WORK_HOME=/design/flow/orfs finish
==> flow/config.mk <==
export PLATFORM = sky130hd
export DESIGN_NAME = cpu_design
export DESIGN_NICKNAME = cpu_design
export VERILOG_FILES = /design/flow/design.v
export SDC_FILE = /design/flow/constraint.sdc
export NUM_CORES = 4
export LEC_CHECK = 1
export CORE_UTILIZATION = 40
==> flow/constraint.sdc <==
current_design cpu_design

set clk_period 7.6
set clk_io_pct 0.2

create_clock -name clk0 -period $clk_period [get_ports {clock}]

set non_clock_inputs [all_inputs -no_clocks]
set_input_delay [expr $clk_period * $clk_io_pct] -clock clk0 $non_clock_inputs
set_output_delay [expr $clk_period * $clk_io_pct] -clock clk0 [all_outputs]
==> results.py <==
# Physical implementation metrics
metrics = {
    "run_status": {
        "outcome": "finished, final reports clean",
    },
    "power_and_ir_drop": {
        "vdd_drop_max_mv": 0.216,
        "p_leak_nw": 5.07,
        "power.density_nw_per_um2": 561,
        "finalPower_mw": 6.73,
    },
    "synthesis": {
        "logic_family": "AND-OR/OR-AND gates",
        "top_cells_by_count": "nand2_1, a21oi_1, ha_1, o21ai_0, nor2_1",
        "largest_area_cell": "dfrtp_1",
        "ys_sh_mux_pct": 7.07,
        "ys.flops": 93,
        "fa_ha_area_share_pct": 13.6,
        "synth_seq_share_pct": 21.6,
        "flop_cell": "dfrtp_1",
        "synth_top_cell_by_count": "nand2_1",
        "aoi_share_pct": 32.4,
        "syn_inst": 1399,
        "ys_sh_simple_pct": 17.3,
        "synthXorXnorAreaFrac_pct": 1.04,
        "ys_warn_count": 1,
        "post_synth_num_cell_types": 94,
        "synthDominantCellAreaShare_pct": 15.5,
        "synth.avg_cell_area_um2": 7.86,
        "edf_count": 10,
        "ys_cells": 1399,
        "area_leaders": "dfrtp_1, ha_1, a21oi_1",
        "ys_area_um2": 11000,
        "synth-async-reset-ratio_pct": 89.2,
        "netlist_area_um2": 11000,
    },
    "global_route": {
        "grt_start_max_net_pins": 47,
        "antenna_found_initial": 1,
        "grt_usage_pct": 34.2,
        "grt_pass1_wl_um": 70100,
        "grt_overflow_total": 0,
        "grt_pass1_vias": 11000,
    },
    "finish": {
        "areaGrowthSynthToFinish_pct": 9.15,
        "drive_gt1_share_pct": 8.86,
        "fillerInstances": 2621,
        "register_area_um2": 2380,
        "stdcell_count": 1740,
        "logic_area_um2": 7860,
        "design_area_um2": 12000,
        "utilization_pct": 44.5,
    },
    "worst_setup_path": {
        "critPathSlowestCell": "clkdlybuf4s50_1",
        "ff2ff_path_depth": 7,
        "timing_worst_setup_path_type": "reg2out",
        "cp_data_required_time_ns": 6.08,
        "r2r_setup_slack_ns": 0.59,
        "path_cells": "inv_1, nand3_1, nor3_1, clkdlybuf4s50_1",
        "worst-path-max-fanout": 8,
        "cp-end-kind": "primary output",
        "startpoint_type": "flip-flop",
        "crit_family": "buffers and inverters",
        "cp_data_arrival_time_ns": 5.66,
        "cp_num_buf_inv": 2,
        "max_stage_delay_ns": 0.49,
        "r2r-end": "R0[7]",
        "r2r-start": "A[5]",
    },
    "clocking": {
        "root_buffer": "clkbuf_16",
        "numCtsBuffers": 9,
        "cts_resized": 0,
        "path_clk_slew_ns": 0.06,
        "cts_buffer_depth": 2,
        "cts_tree": "built",
        "cts_max_level": 3,
        "cts_num_sinks": 93,
        "hold_buffers": 0,
        "clk_latency_ns": 0.41,
        "cts_setup_buffers": 0,
    },
    "detailed_routing": {
        "drt_first_pass_iters": 8,
        "route.met2.wl_um": 19300,
        "drt-initial-drc-count": 1222,
        "route.detailed.drc": 0,
        "avgRoutedWirePerCell_um": 27.0,
        "num_vias": 11700,
        "wl_met3_um": 6190,
        "antenna_cells": 0,
        "top_layer": "met5",
        "wl_met1_um": 18900,
        "ant_nets": 0,
        "viasPerCell": 6.74,
        "drt-total-wl_um": 47000,
    },
    "timing": {
        "hold_viol": 0,
        "relSlewSlack_pct": 32.1,
        "fin_ws_ns": 0.424,
        "skew_ns": 0.0601,
        "worst_slew_pin_slew_ns": 1.02,
        "setup_viol": 0,
        "rsz0062_at_grt": "false",
        "finalSetupTns_ns": 0,
        "drv_slew": 0,
        "hold_ws_ns": 0.430,
    },
    "place": {
        "dpl_worst_slack_ns": 0.768,
        "portBuffers": 34,
        "dp.cells": 1717,
        "dp_hpwl_um": 33200,
        "gp_congestion": 1.03,
        "placed_area_um2": 11700,
    },
    "die": {
        "pin_count": 35,
        "die_w_um": 168,
        "die_y_um": 168,
        "rows": 60,
        "die-area_um2": 28200,
        "fp-utilization_pct": 40.8,
        "core-area_um2": 27000,
    },
    "job": {
        "drv_cap": 0,
        "warning_count": 106,
    },
    "min_path": {
        "hold_class": "reg2reg",
        "hold_depth": 2,
        "hp-start": "MAR[3]",
        "hold_end": "MAR[3]",
    },
}
## logic make-up (layout without fill, tap and decap cells)
family	count (synthesis)	count (layout)
compound gates	529	529
simple gates	399	399
buf+inv	184	184
fa+ha+maj	115	115
flops	93	93
mux	66	66
xor+xnor	13	13
## layout by cell type (no fill, tap or decap), drive strengths merged, types with 6 or more instances in the layout
cell type / count
a221oi: 21
a2111oi: 6
nand2b: 13
inv: 89
dfrtp: 68
o21ai: 111
nor2: 103
o21bai: 6
a22o: 7
a21oi: 133
fa: 8
dfrtn: 15
edfxtp: 10
a211o: 7
clkbuf: 9
nand2: 157
mux2: 13
ha: 107
a21o: 13
o211ai: 10
a31oi: 20
nor2b: 12
clkdlybuf4s50: 33
o2bb2ai: 7
nor4: 9
buf: 50
a211oi: 18
mux4: 8
o221ai: 18
nand3: 30
o22ai: 38
o21a: 8
mux2i: 45
xnor2: 9
o31ai: 11
nor3: 27
a22oi: 39
## how the worst max path moves through the flow
stage / startpoint / to / slack (ns) / cells past startpoint
5_1_grt: status[2] / write_read / 0.33 / 4
4_1_cts: status[2] / write_read / 0.42 / 4
6_report: status[2] / write_read / 0.42 / 4
## registers in the layout (all words and copies together) (netlist names), 8 cells and up
register and cells:
R0 8, R3 8, PC 12, R1 8
MDR 8, R2 8, MAR 12, IR 16
A 8
## area by class of cell
class | instances | area share, %
Clock inverter | 15 | 0.949
Inverter | 77 | 2.41
Timing Repair Buffer | 83 | 5.88
Clock buffer | 9 | 1.88
Tap cell | 341 | 3.56
Sequential cell | 93 | 19.8
Multi-Input combinational cell | 1122 | 65.5
## power by group
part | switching [mW] | total [mW] | internal (mW) | leakage (nW)
Sequential | 0.476 | 1.22 | 0.748 | 1.10
Combinational | 3.13 | 4.99 | 1.86 | 3.78
Clock | 0.253 | 0.521 | 0.268 | 0.192
Total | 3.86 | 6.73 | 2.88 | 5.07
## routing by layer
metal  up-vias  GRT usage [%]
met3       189           10.2
li1       5195              -
met1      5509           48.8
met2       840           48.8
met5         -              0
met4         2           14.4
## worst reg2reg max path: cells and delay by family (launching register included)
| kind | cells | cell delay [ns] |
|---|---|---|
| buffers and inverters | 1 | 0.37 |
| XOR/XNOR | 1 | 0.13 |
| AND-OR/OR-AND | 3 | 1.07 |
| flip-flops | 1 | 0.63 |
| AND/OR/NAND/NOR | 1 | 0.47 |
| adder cells (fa/ha/maj) | 1 | 0.35 |
No activity file was given, so power comes from the tool's default toggle rates.
